`config.mk`:
```
export PLATFORM = sky130hd
export DESIGN_NAME = fpmul16
export DESIGN_NICKNAME = fpmul16
export VERILOG_FILES = /design/flow/design.v
export SDC_FILE = /design/flow/constraint.sdc
export NUM_CORES = 4
export LEC_CHECK = 1
export CORE_UTILIZATION = 30
```
`constraint.sdc`:
```
current_design fpmul16

set clk_period 17.9
set clk_io_pct 0.2

create_clock -name clk0 -period $clk_period

set non_clock_inputs [all_inputs -no_clocks]
set_input_delay [expr $clk_period * $clk_io_pct] -clock clk0 $non_clock_inputs
set_output_delay [expr $clk_period * $clk_io_pct] -clock clk0 [all_outputs]
```
`design.v`:
```
module fpdecoder16(
    input [15:0] instr,
    output reg sign,
    output reg [4:0] exponent,
    output reg [9:0] fraction
);
    wire [4:0] raw_exp = instr[14:10];
    wire [9:0] raw_frac = instr[9:0];
    wire is_zero = (raw_exp == 5'd0) && (raw_frac == 0);
    wire is_inf  = (raw_exp == 5'd31) && (raw_frac == 0);
    wire is_nan  = (raw_exp == 5'd31) && (raw_frac != 0);
    always @(*) begin
        sign = instr[15];
        if (is_zero) begin
            exponent = 5'd0;
            fraction = 10'd0;
        end else if (is_inf) begin
            exponent = 5'd31;
            fraction = 10'd0;
        end else if (is_nan) begin
            exponent = 5'd31;
            fraction = raw_frac;
        end else begin
            exponent = raw_exp;
            fraction = raw_frac;
        end
    end
endmodule
module fpmul16(
    input  [15:0] a, b,
    output reg [15:0] Result
);
    wire a_sign, b_sign;
    wire [4:0] a_exp, b_exp;
    wire [9:0] a_frac, b_frac;
    fpdecoder16 fpdec_a (
        .instr(a),
        .sign(a_sign),
        .exponent(a_exp),
        .fraction(a_frac)
    );
    fpdecoder16 fpdec_b (
        .instr(b),
        .sign(b_sign),
        .exponent(b_exp),
        .fraction(b_frac)
    );
    wire a_is_nan  = (a_exp == 5'h1F) && (a_frac != 0);
    wire b_is_nan  = (b_exp == 5'h1F) && (b_frac != 0);
    wire a_is_inf  = (a_exp == 5'h1F) && (a_frac == 0);
    wire b_is_inf  = (b_exp == 5'h1F) && (b_frac == 0);
    wire a_is_zero = (a_exp == 0) && (a_frac == 0);
    wire b_is_zero = (b_exp == 0) && (b_frac == 0);
    reg result_sign;
    reg [11:0] a_mant, b_mant; 
    reg [23:0] mant_prod;
    reg [6:0] exp_sum, fexp, adjusted_exponent;
    reg [9:0] norm_mant, final_mantissa;
    reg overflow, underflow;
    reg guard, round, sticky, round_up;
    reg [10:0] rounded_mant;
    always @(*) begin
        if (a_is_nan || b_is_nan) begin
            Result = {1'b0, 5'h1F, 10'h200};  
        end else if ((a_is_zero && b_is_inf) || (a_is_inf && b_is_zero)) begin
            Result = {1'b0, 5'h1F, 10'h200};  
        end else if (a_is_zero || b_is_zero) begin
            Result = {a_sign ^ b_sign, 5'd0, 10'd0};  
        end else if (a_is_inf || b_is_inf) begin
            Result = {a_sign ^ b_sign, 5'h1F, 10'd0};  
        end else begin
            result_sign = a_sign ^ b_sign;
            if (a_exp != 0)
                a_mant = {1'b1, a_frac, 1'b0}; 
            else
                a_mant = {1'b0, a_frac, 1'b0};
            if (b_exp != 0)
                b_mant = {1'b1, b_frac, 1'b0}; 
            else
                b_mant = {1'b0, b_frac, 1'b0}; 
            mant_prod = a_mant * b_mant;
            exp_sum = {2'b0, a_exp} + {2'b0, b_exp} - 7'd15;  
            if (mant_prod[23]) begin
                norm_mant = mant_prod[22:13];
                fexp = exp_sum + 1;
                guard = mant_prod[13];
                round = mant_prod[12];
                sticky = |mant_prod[11:0];
            end else begin
                norm_mant = mant_prod[21:12];
                fexp = exp_sum;
                guard = mant_prod[12];
                round = mant_prod[11];
                sticky = |mant_prod[10:0];
            end
            overflow = (fexp >= 7'd31);
            underflow = (fexp <= 7'd0);
            round_up = round & (sticky | guard);
            rounded_mant = {1'b0, norm_mant} + round_up;
            if (rounded_mant[10]) begin
                adjusted_exponent = fexp + 1;
                final_mantissa = rounded_mant[9:0];
            end else begin
                adjusted_exponent = fexp;
                final_mantissa = rounded_mant[9:0];
            end
            if (overflow || (adjusted_exponent >= 7'd31)) begin
                Result = {result_sign, 5'h1F, 10'd0};  
            end else if (underflow || (adjusted_exponent <= 7'd0)) begin
                Result = {result_sign, 5'd0, 10'd0};  
            end else begin
                Result = {result_sign, adjusted_exponent[4:0], final_mantissa};
            end
        end
    end
endmodule
```
`run.sh`:
```
#!/bin/bash
# OpenROAD 26Q1-2900-gdf79404cd8, Yosys 0.63+post, stock flow scripts
make -C /OpenROAD-flow-scripts/flow DESIGN_CONFIG=/design/flow/config.mk WORK_HOME=/design/flow/orfs finish
```
==> run summary <==
sequential cell area fraction in the yosys report = 0%
vias = 5,590
min cycle time layout = 16.53 ns
fmax = 0.06051 GHz
Crit Path Max Fanout = 15
Crit path top cell by count = fa_1
Final Slew Violations = 0
Ant. Diodes = 0
Min-Delay Path Class = in2out
setup TNS = 0 ns
fill cell count = 2,184
sequential standard cell area = 0 um2
WL per Instance = 14.22 um
Starting DRT DRC Count = 294
flip-flops = 0
post-cts sizing count = 0
buffer count from post-CTS setup fixing = 0
Total Wirelength = 15.88 mm
fin area = 0.007042 mm2
port buffer count = 48
# IOs = 48
iteration tally of the first detailed-router pass = 5
initial antenna violation count = 0
worst stage delay on the critical path = 0.55 ns
share of cells above drive strength 1 = 3.919%
Post-CTS Hold Buffers = 0
CLK BUF = 0
yosys synthesis chip area = 0.006416 mm2
num rows = 53
core area = 0.02102 mm2
vias per cell = 5.004
Pre-Place Util = 30.52%
DPL Wire Length = 12.87 mm
max-cap violation count = 0
WP data arrival = 12.95 ns
Synth Instances = 838
tool warning count = 33
final setup fails = 0
cycle use final = 92.33%
CP endpoint kind = output port
Yosys cell types = 68
Die X = 148.2 um
placed cell area = 0.007042 mm2
Slew Limit Headroom = 43.74%
gpl congestion = 0.8945
vias in the first global route = 5,514
Die Footprint = 0.02198 mm2
RSZ-0062 raised after global routing = false
Final Hold Slack = 8.135 ns
first-pass GRT wire length = 27.63 mm
die height = 148.2 um
syn avg cell area = 7.657 um2
total global routing overflow = 0
# Cells Yosys = 838
Routed Antenna Nets = 0
endpoints failing hold = 0
GRT Overall Usage = 15.85%
kind of critical path = in2out
status = complete, no violations
final core occ = 33.50%
Synth Warn # = 2
Mapped Area = 0.006416 mm2
Worst Path Required = 14.32 ns
slew at the pin with the worst max-slew slack = 0.8439 ns
P&R area growth vs syn = 9.750%
slowest CP cell = fa_1
DRC = 0
largest net degree at the start of global routing = 23
startpoint types = primary input
-- metrics by stage --
step | std cells | setup WS (ns)
after floorplan | 838 | 3.214
after global placement | 1117 | 1.525
after detailed placement | 1117 | 1.397
after CTS | 1117 | 1.338
after global routing | 1117 | 0.6205
final | 1117 | 1.373
-- Yosys cell counts, types with 3 or more instances --
master     count  area share (%)
buf_2          6            0.47
inv_1        139             8.1
nor2_1        43             2.5
or3_1          4            0.39
nand2_1       91             5.3
o21a_1         4            0.47
nand3_1       23             1.8
a211o_1        3            0.41
a21oi_1       22             1.7
clkbuf_1      32             1.9
o211ai_1       4            0.47
a21o_1         8            0.94
and4_1         5            0.68
a21boi_0       4            0.47
nand2b_1       9            0.88
a211oi_1       3            0.35
or2_2          5            0.49
a31oi_1        9            0.88
nand4_1        6            0.59
a41oi_1        3            0.41
fa_1          82              26
nor3b_1        5            0.59
and2_1        73             7.1
buf_6          3            0.53
xnor2_1       22             3.0
a2111oi_2      5             1.2
nor3_1        22             1.7
or4_1          3            0.35
xor2_1        15             2.0
ha_1          79              15
o21ai_0       26             2.0
buf_4          4            0.47
nor4_1        10            0.98
mux2i_1        4            0.62
and3_1         8            0.78
o31ai_1        5            0.59
-- worst max-delay path, delay by kind of cell --
| family | cells | cell delay, ns |
|---|---|---|
| buffers and inverters | 7 | 1.47 |
| and+or+nand+nor | 10 | 2.72 |
| adders and majority gates | 7 | 3.30 |
| AOI/OAI and AO/OA | 7 | 1.84 |
-- layout by cell type, fill, tap and decap left out, drive strengths merged, types with 4 or more instances in the layout --
master,n
o211ai,6
or3,4
a211oi,5
a21oi,26
and2,74
and4,5
o21ai,30
a21boi,4
or2,5
nor3b,6
xnor2,22
a21o,8
clkdlybuf4s50,48
fa,82
ha,79
nor2,43
nor3,23
xor2,15
nor4,10
nand4,7
and3,8
nand3,23
nand2,92
a2111oi,7
nand2b,10
o21a,4
inv,139
mux2i,4
o31ai,5
a31oi,9
-- metal layers --
layer / up-vias / share of wire [%] / GRT usage [%]
li1: 2778 / - / -
met1: 2659 / 50 / 25.00
met2: 145 / 43 / 24.04
met3: 8 / 6.1 / 2.598
met4: 0 / 0.55 / 1.031
met5: - / 0 / 0
-- path summary, 6_finish.rpt --
kind	startpoint	depth (start not counted)	slack, ns	end
setup / recovery	b[12]	31	1.37	Result[5]
hold / removal	a[15]	4	8.14	Result[15]
-- logic make-up (layout without fill, tap and decap cells) --
logic type,after synthesis,after routing,synth area share [%]
AND-OR/OR-AND,134,134,16.15
multiplexers,4,4,0.6240
adder cells (fa/ha/maj),161,161,40.99
AND/OR/NAND/NOR,316,316,25.60
XOR/XNOR,37,37,5.051
buffers and inverters,186,190,11.58
-- cell type report --
cell class	count	area [um2]	area share [%]
Timing Repair Buffer	51	503.0	7.143
Inverter	139	521.8	7.409
Tap cell	275	344.1	4.886
Multi-Input combinational cell	652	5673	80.56
