**./config.mk**
```make
export PLATFORM = sky130hd
export DESIGN_NAME = fpmul
export DESIGN_NICKNAME = fpmul
export VERILOG_FILES = /design/flow/design.v
export SDC_FILE = /design/flow/constraint.sdc
export NUM_CORES = 4
export LEC_CHECK = 1
export CORE_UTILIZATION = 40
```
**./constraint.sdc**
```tcl
current_design fpmul

set clk_period 44.6
set clk_io_pct 0.2

create_clock -name clk0 -period $clk_period

set non_clock_inputs [all_inputs -no_clocks]
set_input_delay [expr $clk_period * $clk_io_pct] -clock clk0 $non_clock_inputs
set_output_delay [expr $clk_period * $clk_io_pct] -clock clk0 [all_outputs]
```
**./design.v**
```verilog
module fpdecoder(
    input [31:0] instr,
    output reg sign,
    output reg [7:0] exponent,
    output reg [22:0] fraction
);
    wire [7:0] raw_exp = instr[30:23];
    wire [22:0] raw_frac = instr[22:0];
    wire is_zero = (raw_exp == 8'd0) && (raw_frac == 0);
    wire is_inf  = (raw_exp == 8'd255) && (raw_frac == 0);
    wire is_nan  = (raw_exp == 8'd255) && (raw_frac != 0);
    always @(*) begin
        sign = instr[31];
        if (is_zero) begin
            exponent = 8'd0;
            fraction = 23'd0;
        end else if (is_inf) begin
            exponent = 8'd255;
            fraction = 23'd0;
        end else if (is_nan) begin
            exponent = 8'd255;
            fraction = raw_frac;
        end else begin
            exponent = raw_exp;
            fraction = raw_frac;
        end
    end
endmodule
module fpmul(
    input  [31:0] a, b,
    output reg [31:0] Result
);
    wire a_sign, b_sign;
    wire [7:0] a_exp, b_exp;
    wire [22:0] a_frac, b_frac;
    fpdecoder fpdec_a (
        .instr(a),
        .sign(a_sign),
        .exponent(a_exp),
        .fraction(a_frac)
    );
    fpdecoder fpdec_b (
        .instr(b),
        .sign(b_sign),
        .exponent(b_exp),
        .fraction(b_frac)
    );
    wire a_is_nan  = (a_exp == 8'hFF) && (a_frac != 0);
    wire b_is_nan  = (b_exp == 8'hFF) && (b_frac != 0);
    wire a_is_inf  = (a_exp == 8'hFF) && (a_frac == 0);
    wire b_is_inf  = (b_exp == 8'hFF) && (b_frac == 0);
    wire a_is_zero = (a_exp == 0)     && (a_frac == 0);
    wire b_is_zero = (b_exp == 0)     && (b_frac == 0);
    reg result_sign;
    reg [24:0] a_mant, b_mant;
    reg [49:0] mant_prod;
    reg [9:0] exp_sum, fexp, adjusted_exponent;
    reg [22:0] norm_mant, final_mantissa;
    reg overflow, underflow;
    reg guard, round, sticky, round_up;
    reg [23:0] rounded_mant;
    always @(*) begin
        if (a_is_nan || b_is_nan) begin
            Result = {1'b0, 8'hFF, 23'h400000};  
        end else if ((a_is_zero && b_is_inf) || (a_is_inf && b_is_zero)) begin
            Result = {1'b0, 8'hFF, 23'h400000};  
        end else if (a_is_zero || b_is_zero) begin
            Result = {a_sign ^ b_sign, 8'd0, 23'd0};  
        end else if (a_is_inf || b_is_inf) begin
            Result = {a_sign ^ b_sign, 8'hFF, 23'd0};  
        end else begin
            result_sign = a_sign ^ b_sign;
            if (a_exp != 0)
                a_mant = {1'b1, a_frac, 1'b0}; 
            else
                a_mant = {1'b0, a_frac, 1'b0};
            if (b_exp != 0)
                b_mant = {1'b1, b_frac, 1'b0}; 
            else
                b_mant = {1'b0, b_frac, 1'b0}; 
            mant_prod = a_mant * b_mant;
            exp_sum = {2'b0, a_exp} + {2'b0, b_exp} - 10'd127;
            if (mant_prod[49]) begin
                norm_mant = mant_prod[48:26];
                fexp = exp_sum + 1;
                guard = mant_prod[26];
                round = mant_prod[25];
                sticky = |mant_prod[24:0];
            end else begin
                norm_mant = mant_prod[47:25];
                fexp = exp_sum;
                guard = mant_prod[25];
                round = mant_prod[24];
                sticky = |mant_prod[23:0];
            end
            overflow = (fexp >= 10'd255);
            underflow = (fexp <= 10'd0);
            round_up = round & (sticky | guard);
            rounded_mant = {1'b0, norm_mant} + round_up;
            if (rounded_mant[23]) begin
                adjusted_exponent = fexp + 1;
                final_mantissa = rounded_mant[22:1];
            end else begin
                adjusted_exponent = fexp;
                final_mantissa = rounded_mant[22:0];
            end
            if (overflow || (adjusted_exponent >= 10'd255)) begin
                Result = {result_sign, 8'hFF, 23'd0};  
            end else if (underflow || (adjusted_exponent <= 10'd0)) begin
                Result = {result_sign, 8'd0, 23'd0};  
            end else begin
                Result = {result_sign, adjusted_exponent[7:0], final_mantissa};
            end
        end
    end
endmodule
```
**./run.sh**
```bash
#!/bin/bash
# OpenROAD 26Q1-2900-gdf79404cd8, Yosys 0.63+post, stock flow scripts
make -C /OpenROAD-flow-scripts/flow DESIGN_CONFIG=/design/flow/config.mk WORK_HOME=/design/flow/orfs finish
```
==> impl_metrics.tcl <==
# flow metrics
set metrics [dict create \
    synth_warnings 2 \
    grt_max_degree 29 \
    layout-drive-gt1-share_pct 3.38 \
    grt.met2_usage_pct 38.9 \
    peakVddDrop_mv 0.257 \
    hpwl_um 50500 \
    yosys-stat-area_sq_mm 0.0228 \
    row_count 87 \
    port_buffers 96 \
    worstMarginPinSlew_ns 0.889 \
    syn_inst 2789 \
    synthTopCellsByArea "fa_1, ha_1, inv_1" \
    grtUsageTotal_pct 24.7 \
    max_freq_mhz 34.3 \
    yosys-stat-cells 2789 \
    setup_viol 0 \
    hold_class "in2out" \
    top_cell_area_share_pct 42.4 \
    gp_congestion 0.950 \
    synth_seq_share_pct 0 \
    use_met3_pct 9.08 \
    fp.dieW_um 241 \
    top_area_cell "fa_1" \
    min_from "a[31]" \
    route.detailed.drc 0 \
    maxSlewViolCount 0 \
    cp-startpoint "a[25]" \
    p_switching_mw 3.99 \
    post-route-period-util_pct 65.4 \
    status "completed" \
    flop-count 0 \
    leakagePower_nw 11.8 \
    core_sq_mm 0.0564 \
    switching_share_pct 61.6 \
    dieArea_sq_mm 0.0580 \
    yosysMostFrequentCell "inv_1" \
    seqCellArea_sq_um 0 \
    num_vias 18800 \
    ant_nets 0 \
    dr.pass1.iters 5 \
    fp_util_pct 40.5 \
    synthTopCellsByCount "inv_1, fa_1, nand2_1" \
    cpMaxStageDelayCell "nand2_1" \
    cp_max_fo 28 \
    io_pins 96 \
    drt_iter0_drc 971 \
    warnings 33 \
    powerDensity_mw_per_mm2 264 \
    crit_family "adder cells" \
    crit_buf_inv 9 \
    rsz0062_at_grt "false" \
    routed_wl_um 64900 \
    drv_cap 0 \
    holdPathStages 4 \
    tns_ns 0 \
    end_kind "primary output" \
    post_cts_resized 0 \
    top_usage_layer "met2" \
    use_met1_pct 33.9 \
    overflow 0 \
    arrival_ns 20.23 \
    synth_cell_types 83 \
    intPower_mw 2.49 \
    nClkBuffers 0 \
    grt_pass1_vias 19700 \
    critical_path_class "in2out" \
    hold_slack_ns 18.81 \
    dieHeight_um 241 \
    syn_area_sq_mm 0.0228 \
    areaGrowthSynthToFinish_pct 7.26 \
    hold_viol 0 \
    wl_per_cell_um 18.3 \
    viasPerCell 5.31 \
    avgSynthCellArea_sq_um 8.18 \
    cp-start-kind "input pin" \
    antenna_found_initial 1 \
    utilization_pct 43.4 \
    fin_crit_ns 29.15 \
    post_cts_buffers 0 \
    max_slew_margin_pct 40.5 \
    holdBufCountCts 0 \
    grt_pass1_wl_um 106000 \
    max_stage_delay_ns 0.56 \
    hold_end "Result[31]" \
    cp.required_ns 35.68 \
]
-- area by class of cell --
cell class	instances	area, sq um
diodes	1	2.50
fillers	5576	31900
inverters	536	2010
multi-input cells	2091	20100
well taps	756	946
repair buffers	151	1370
-- layer usage --
layer,up-vias,share of wire (%)
li1,8644,-
met1,9284,41
met2,755,47
met3,83,9.6
met4,0,2.1
met5,-,0
-- power groups by stage --
stage	logic (mW)	registers [mW]	clock network, mW
CTS	6.51	0	0
global route	7.14	0	0
-- worst max-delay path by stage --
stage                 slack (ns)    endpoint  cells after the start
final                      15.45  Result[12]                     35
after global routing       14.62  Result[15]                     36
after CTS                  15.50  Result[12]                     35
-- worst min-delay path: stages --
cell	delay [ns]
clkdlybuf4s50_1	0.41
xnor2_1	0.13
nor2_1	0.04
clkdlybuf4s50_1	0.39
-- cells in the final DEF (no fill, tap or decap), types with 26 or more instances in the layout --
cell type,count
inv_1,536
fa_1,483
nand2_1,474
and2_1,228
ha_1,214
clkdlybuf4s50_1,96
a21oi_1,85
nor2_1,77
xnor2_1,59
buf_4,55
o21ai_0,48
nor3_1,44
nand3_1,37
nand4_1,35
nor4_1,32
xor2_1,26
-- logic make-up after synthesis --
| kind of cell | count (synthesis) | share of synthesized area [%] |
|---|---|---|
| AND/OR/NAND/NOR | 1003 | 21.4 |
| adder cells (fa/ha/maj) | 698 | 54.1 |
| XOR/XNOR | 86 | 3.33 |
| buffers and inverters | 698 | 11.7 |
| AND-OR/OR-AND | 288 | 8.68 |
| multiplexers | 16 | 0.724 |
-- stage by stage --
step                      cell area, sq um  std cells  setup WS, ns  power, mW
after floorplan                      22800       2789         17.96       4.55
after CTS                            24500       3534         15.50       6.51
after detailed placement             24500       3534         15.54       6.46
after global routing                 24500       3534         14.62       7.14
after global placement               24500       3534         15.68       6.51
final                                24500       3535         15.45       6.48
Power figures rest on the tool's default switching activity, not on a simulated workload.
