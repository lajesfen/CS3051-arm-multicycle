`flow/run.sh`:
```
#!/bin/bash
# OpenROAD 26Q1-2900-gdf79404cd8, Yosys 0.63+post, stock flow scripts
make -C /OpenROAD-flow-scripts/flow DESIGN_CONFIG=/design/flow/config.mk WORK_HOME=/design/flow/orfs finish
```
`flow/config.mk`:
```
export PLATFORM = sky130hd
export DESIGN_NAME = alu
export DESIGN_NICKNAME = alu
export VERILOG_FILES = /design/flow/design.v
export SDC_FILE = /design/flow/constraint.sdc
export NUM_CORES = 4
export LEC_CHECK = 1
export CORE_UTILIZATION = 30
```
`flow/constraint.sdc`:
```
current_design alu

set clk_period 402.0
set clk_io_pct 0.2

create_clock -name clk0 -period $clk_period

set non_clock_inputs [all_inputs -no_clocks]
set_input_delay [expr $clk_period * $clk_io_pct] -clock clk0 $non_clock_inputs
set_output_delay [expr $clk_period * $clk_io_pct] -clock clk0 [all_outputs]
```
`flow/design.v`:
```
module alu(
    input [31:0] a, b,
    input [3:0] ALUControl,
    output reg [31:0] Result,
    output reg [31:0] Result2,
    output wire [3:0] ALUFlags
);
    wire neg, zero, carry, overflow;
    wire [31:0] condinvb;
    wire [32:0] sum;
    wire [63:0] mulres;
    wire [32:0] divrem;
    wire [31:0] divres;
    assign condinvb = ALUControl[0] ? ~b : b;
    assign sum = a + condinvb + ALUControl[0];
    mul mulinst (
        .a(a),
        .b(b),
        .issigned(ALUControl[1]),
        .result(mulres)
    );
    div divinst (
        .a(a),
        .b(b),
        .rem(divrem),
        .q(divres)
    );
    always @(*) begin
        case (ALUControl)
            4'b0000: Result = sum;                      
            4'b0001: Result = sum;                    
            4'b0010: Result = a & b;                    
            4'b0011: Result = a | b;                    
            4'b0100: Result = mulres[31:0];              
            4'b0101: begin                               
                Result = mulres[63:32];
                Result2 = mulres[31:0];
            end
            4'b0110: begin                               
                Result = mulres[63:32];
                Result2 = mulres[31:0];
            end
            4'b0111: Result = divres;                    
            4'b1000: Result = b;                         
            default: Result = 32'bx;
        endcase
    end
    assign neg      = Result[31];
    assign zero     = (Result == 32'b0);
    assign carry    = (ALUControl[3:1] == 3'b000) & sum[32];
    assign overflow = (ALUControl[3:1] == 3'b000) & ~(a[31] ^ b[31] ^ ALUControl[0]) & (a[31] ^ sum[31]);
    assign ALUFlags = {neg, zero, carry, overflow};
endmodule
module div(
    input wire [31:0] a,   
    input wire [31:0] b,   
    output reg [32:0] rem, 
    output reg [31:0] q    
);
    integer i;
    reg [31:0] divisor;
    reg [31:0] quotent;
    reg [32:0] accumulator;  
    reg [64:0] temp;
    always @(*) begin
        divisor = {1'b0,b};
        quotent = a;
        accumulator = {33'b0};
        for (i = 0; i < 32; i = i + 1) begin
            temp = {accumulator, quotent};
            temp = temp << 1;
            accumulator = {temp[64:32]};
            accumulator = accumulator + ~divisor + 1;  
            if (accumulator[32] == 1) begin
                quotent = {temp[31:1], 1'b0};
                accumulator = accumulator + divisor;  
            end
            else 
              quotent = {temp[31:1], 1'b1};
        end
        rem = accumulator;
        q = quotent;
    end    
endmodule
module mul(
    input wire [31:0] a,
    input wire [31:0] b,
    input wire issigned,
    output reg [63:0] result
);
    integer i;
    reg [63:0] multiplicand;
    reg [31:0] multiplier;
    reg [63:0] product;
    always @(*) begin
        multiplicand = issigned ? {{32{a[31]}}, a} : {32'b0, a};
        multiplier = b;
        product = 64'b0;
        for (i = 0; i < 32; i = i + 1) begin
            if (multiplier[0] == 1'b1)
                product = product + multiplicand;
            multiplicand = multiplicand << 1;
            multiplier = multiplier >> 1;
        end
        result = product;
    end
endmodule
```
==> impl_metrics.yaml <==
# generated from flow reports
synthesis:
  top_cells_by_count: "ha_1 (3,584), a21oi_1 (2,635), o21ai_0 (2,633), nand2_1 (2,446), nor2_1 (2,101)"
  synth_dominant_cell_count: "ha_1"
  post_synth_num_cell_types: 113
  ys_cells: 26000
  top_cell_area_share_pct: 25.1
  edf_count: 0
  async_flop_share_pct: 0
  synth_chip_area_um2: 179000
  yosysTopAreaCell: "ha_1"
  ys_warn_count: 3
  netlist_instances: 26000
  ys.flops: 32
  flop_cell: "dlxtn_1"
  area_leaders: "ha_1 (25%), xnor2_1 (10%), a21oi_1 (7.4%)"
  syn_area_um2: 179000
  avgSynthCellArea_um2: 6.87
worst_hold_path:
  holdPathEnd: "ALUFlags[0]"
  hp-start: "ALUControl[0]"
  holdPathStages: 4
  hold_class: "input port to output pin"
run:
  maxCapViolCount: 0
  warning_count: 266
critical_path:
  crit_type: "input port to output pin"
  cp.arrival_ps: 269090
  crit_path_end_kind: "output pin"
  cpMaxStageDelayCell: "nor4_2"
  path_common_cell: "a21oi_1"
  cp-start-kind: "input port"
  crit_fanout: 62
  worstPathRequired_ps: 321600
  cpPeakStageDelay_ps: 850
detailed_routing:
  route.detailed.drc: 0
  via_count: 191000
  wl_per_cell_um: 23.5
  drtPass1Iterations: 9
  ant_nets: 0
  drt-total-wl_mm: 801
  dr.first_iter.drc_count: 16300
  vias_per_cell: 5.61
floorplanning:
  floorplan.core_util_pct: 30.1
  io_pins: 136
  chip_area_um2: 599000
  num_rows: 283
  die_w_um: 774
  die_height_um: 774
  coreArea_um2: 594000
finish:
  area_growth_pct: 7.81
  drive_gt1_share_pct: 5.74
  fin_cells: 34100
  largest_reg_flops: 32
power_and_ir_drop:
  p_sw_w: 1.01
  p_total_w: 1.84
  p_int_w: 0.829
  swShare_pct: 54.8
  vdd_ir_drop_max_uv: 6500
  power.density_nw_per_um2: 9520
  p_leak_nw: 92.5
clocking:
  postCtsHoldBufs: 0
  postCtsResizedCells: 0
  postCtsSetupBuffers: 0
timing:
  fmaxAchievable_mhz: 2.86
  worst_slew_pin_slew_ps: 1240
  report.final.slew_viol_count: 0
  period_minus_slack_ps: 349490
  setup_viol: 0
  unclocked_regs: 32
  slew_headroom_pct: 17.1
  hold_viol: 0
  rsz0062_at_grt: "false"
  setup_tns_ps: 0
  unconstrained_endpoints: 64
  period_used_pct: 86.9
global_routing:
  grt_pass1_vias: 172000
  antenna_found_initial: 108
  grt_pass1_wl_mm: 1150
  gr-total-overflow: 0
  grt_usage_pct: 26.0
  grt_max_degree: 88
run_status:
  outcome: "finished, final reports clean"
placed_design:
  numPortBuffers: 136
  gp_congestion: 1.07
  place_inst: 34000
  detailed_place_hpwl_mm: 665
## worst max path at each step
stage | start | to | slack [ps] | cells past startpoint
final | a[31] | ALUFlags[2] | 52510 | 904
after global routing | a[31] | ALUFlags[2] | 34210 | 886
after CTS | a[31] | ALUFlags[2] | 54160 | 904
## metrics by stage
| stage | setup WS (ps) | hold WS, ps | cell area [um2] | utilization, % |
|---|---|---|---|---|
| 5_1_grt | 34210 | 162000 | 193000 | 32.4 |
| 2_1_floorplan | 75500 | 161040 | 179000 | - |
| 6_report | 52510 | 161980 | 193000 | 32.5 |
| 3_5_place_dp | 55640 | 161960 | 193000 | 32.4 |
| 3_3_place_gp | 53980 | 161970 | 193000 | 32.4 |
| 4_1_cts | 54160 | 161960 | 193000 | 32.4 |
## cells by family after synthesis
logic type,after synthesis,synth area share [%]
compound gates,9598,33.5
xor+xnor,2816,13.8
fa+ha+maj,3679,26.1
buf+inv,2395,5.05
latches,32,0.269
mux,574,3.56
simple gates,6936,17.7
## critical path, delay by kind of cell
| family | cells | cell delay [ps] |
|---|---|---|
| AOI/OAI and AO/OA | 610 | 118280 |
| and+or+nand+nor | 136 | 23780 |
| buffers and inverters | 34 | 12420 |
| muxes | 2 | 480 |
| adders and majority gates | 37 | 15250 |
| xor gates and xnor gates | 85 | 17570 |
## area by class of cell
cell class / count / area (um2)
Antenna cell: 72 / 180
Fill cell: 62800 / 401000
Inverter: 1787 / 6790
Multi-Input combinational cell: 23600 / 170000
Sequential cell: 32 / 480
Tap cell: 7837 / 9810
Timing Repair Buffer: 736 / 5800
## layout by cell type, fill, tap and decap left out, types with 400 or more instances in the layout
cell type and count:
a21o_1 1507, xor2_1 750, o21a_1 400, ha_1 3584
a21oi_1 2631, buf_4 602, o21ai_0 2622, mux2_2 480
inv_1 1750, nand2_1 2440, xnor2_1 2049, nor2_1 2088
a21boi_0 407
## routing by layer
layer  wire, um  GRT usage, %  up-vias
met4      40400          10.4       64
li1           -             -    94900
met3      71000          5.80     1027
met5        602         0.223        -
met1     359000          36.3    88600
met2     330000          38.9     6386
